==> design/flow/design.v <==
`timescale 1ns / 1ps
module clock_divider(clk, resetn, divisor, clk_out);
    input clk, resetn;
    input [27:0] divisor;
    output reg clk_out;
    reg [27:0] count;
    always @ (posedge clk) begin
 if (count == divisor) begin
            count <= 0;
            clk_out = ~clk_out;
        end else begin
            count <= count + 1'b1;
        end
    end  
endmodule
`timescale 1ns / 1ps
module counter16(resetn, inc, count);
    input resetn, inc;
    output reg [15:0] count;
    always @ (posedge inc or negedge resetn) begin
        if (!resetn)
            count <= 16'b0000000000000000;
        else if (inc)
            count <= count + 1'b1;
    end  
endmodule
`timescale 1ns / 1ps
module counter_2bit(clk, resetn, count);
    input clk, resetn;
    output reg [1:0] count;
    initial begin
        count = 2'b00;
    end
    always @ (posedge clk  ) begin
       count <= count + 1'b1;
    end
endmodule
`timescale 1ns / 1ps
module debouncer(clk, resetn, button_in, button_out);
    input clk, resetn, button_in;
    output reg button_out;
    parameter MAX = 20'b11111111111111111111;
    reg [19:0] deb_count;
    reg output_exist;
    always @(posedge clk) begin
        if (!resetn) begin
            deb_count <= 0;
            button_out <= 0;
            output_exist <= 0;
        end else if (!button_in) begin
            deb_count <= 0;
            output_exist <= 0;
        end else if (output_exist) begin
            button_out <= 0;
        end else begin 
            deb_count <= deb_count + 1;
            if (deb_count == MAX) begin
                deb_count <= 0;
                button_out <= 1;
                output_exist <= 1;
            end
        end
    end  
endmodule
`timescale 1ns / 1ps
module display_control(clk, resetn, display_select, digit_select, digit_value);
    input clk, resetn;
    input [15:0] display_select;
    output [3:0] digit_value;
    output [3:0] digit_select;
    wire [1:0] m_select;
    reg [15:0] AN = 16'b0111101111011110;
    counter_2bit count2bit(.clk(clk), .resetn(resetn), .count(m_select));
    mux_4to1 m0(.in(AN), .resetn(resetn), .select(m_select), .out(digit_select));
    mux_4to1 m1(.in(display_select), .resetn(resetn), .select(m_select), .out(digit_value));
endmodule
`timescale 1ns / 1ps
module mux_2to1(i1_i, i0_i, s_i, y_o);
	input i1_i, i0_i;
    input s_i;
	output y_o;
	assign y_o = (s_i == 1'b0)? i1_i:
		   i0_i;
endmodule
`timescale 1ns / 1ps
module mux_4to1(in, resetn, select, out);
    input [15:0] in;
    input resetn;
    input [1:0] select;
    output reg [3:0] out;
    always @(*) begin
        if (!resetn) begin
            out <= 4'b0000;        
        end
        case (select)
            2'b00: out <= in[3:0];
            2'b01: out <= in[7:4];
            2'b10: out <= in[11:8];
            2'b11: out <= in[15:12];
        endcase
    end  
endmodule
`timescale 1ns / 1ps
module seven_segment_decoder(num, seven);
    input [3:0] num;
    output reg [6:0] seven;
    always @ (*) begin 
        case (num)
            4'b0000: seven <= 7'b1000000;
            4'b0001: seven <= 7'b1111001;
            4'b0010: seven <= 7'b0100100;
            4'b0011: seven <= 7'b0110000;
            4'b0100: seven <= 7'b0011001;
            4'b0101: seven <= 7'b0010010;
            4'b0110: seven <= 7'b0000010;
            4'b0111: seven <= 7'b1111000;
            4'b1000: seven <= 7'b0000000;
            4'b1001: seven <= 7'b0010000;
            4'b1010: seven <= 7'b0001000;
            4'b1011: seven <= 7'b0000011;
            4'b1100: seven <= 7'b1000110;
            4'b1101: seven <= 7'b0100001;
            4'b1110: seven <= 7'b0000110;
            4'b1111: seven <= 7'b0001110;
        endcase        
    end  
endmodule
`timescale 1ns / 1ps
module top2(clk, button, mode_select, resetn, digit_select, seven);
    input clk, button, resetn, mode_select;
    output [3:0] digit_select;
    output [6:0] seven;
    wire khzclk, hzclk, deb_out, count0_in;
    wire [3:0] binary_out;
    wire [15:0] count0_out;
    reg [27:0] khz = 28'd2;
    reg [27:0] hz = 28'd10;
    clock_divider c0(.clk(clk), .resetn(resetn), .divisor(khz), .clk_out(khzclk));
    clock_divider c1(.clk(clk), .resetn(resetn), .divisor(hz), .clk_out(hzclk));
    debouncer d0(.clk(clk), .resetn(resetn), .button_in(button), .button_out(deb_out));   
    mux_2to1 m0(.i1_i(hzclk), .i0_i(deb_out), .s_i(mode_select), .y_o(count0_in));   
    counter16 count0(.resetn(resetn), .inc(count0_in), .count(count0_out));
    display_control disp0(.clk(khzclk), .resetn(resetn), .display_select(count0_out), .digit_select(digit_select), .digit_value(binary_out));
    seven_segment_decoder s0(.num(binary_out), .seven(seven));
endmodule
==> design/flow/run.sh <==
#!/bin/bash
# OpenROAD 26Q1-2900-gdf79404cd8, Yosys 0.63+post, stock flow scripts
make -C /OpenROAD-flow-scripts/flow DESIGN_CONFIG=/design/flow/config.mk WORK_HOME=/design/flow/orfs finish
==> design/flow/config.mk <==
export PLATFORM = sky130hd
export DESIGN_NAME = top2
export DESIGN_NICKNAME = top2
export VERILOG_FILES = /design/flow/design.v
export SDC_FILE = /design/flow/constraint.sdc
export NUM_CORES = 4
export LEC_CHECK = 1
export CORE_UTILIZATION = 50
==> design/flow/constraint.sdc <==
current_design top2

set clk_period 6.3
set clk_io_pct 0.2

create_clock -name clk0 -period $clk_period [get_ports {clk}]

set non_clock_inputs [all_inputs -no_clocks]
set_input_delay [expr $clk_period * $clk_io_pct] -clock clk0 $non_clock_inputs
set_output_delay [expr $clk_period * $clk_io_pct] -clock clk0 [all_outputs]
==> run notes <==
yosys + openroad results -> status=finished, final reports clean, Max VDD drop=about 0.00015 V, RSZ-0062 raised after global routing=false, number of fill cells=approximately 800, Slew Viols, Final=0, IO Count=15, critical-path maximum fanout=18, Hold Crit Class=register to register, aoi share=4.615%, clock power share=around 43%, Leakage=between 0.0015 and 0.002 µW, initial antenna violation count=0, cell type with the largest total area=dfxtp_1, Crit. End Element=register, Psw=208.5 µW, share of power burned in registers=55.5%, H-tree levels=3, Yosys cell types=about 52, Core Box Area=8848 µm², vias=around 3300, CTS tree=done, DPL Wire Length=between 5000 and 6000 µm, Clock Pin Slew Worst Setup and Hold Paths=0.09 ns, Commonest flop=dfxtp_1, synthesized area=about 4600 µm², crit path time final=between 2 and 3 ns, syn_area_per_cell=9.698 µm², ys async rst share=between 10% and 20%, Area contributors post-synth=dfxtp_1 35%, xnor2_1 8.7%, dfrtp_1 8.6%, xor2_1 6.0%, ha_1 4.3%, Rel. slew slack=roughly half, synthesized-area fraction occupied by adder cells=roughly 4.3%, Post-DP Area=4878 µm², crit share post-route=45.14%, Sequential Area=approximately 2100 µm², GRT overflow=0, P_int=715.8 µW, Worst Tran Pin Value=0.7290 ns, switch share=a little under a quarter, register pins left without a clock=18, crit path DAT=3.12 ns, max_cap viols=0, Log Warnings=35, share of layout cells above drive strength 1=around 8.6%, Post-synth top cells=80 x dfxtp_1, 46 x xnor2_1, 36 x nand2_1, post-cts hold-fix buffer tally=0, number of unconstrained endpoints=29, IO buf count=14, # Post-CTS Setup Buffers=0, Logic pwr share=under 10%, Max Freq=around 350 MHz, EDFF count, synth=2, drt pass-1 iters=6, top-count cell post-synth=dfxtp_1, Top cell area share=34.55%, area delta synth->final=9.825%, Clock Skews=slightly above 0.01 ns, die width=98.29 µm, Routability Congestion=0.8320, Die Height=between 90 and 100 µm, Yosys Instances=around 480, hold_ws=0.4597 ns, fin cells=a little over 600, area fraction in mux cells=2.645%, Bufs on Longest Clock Path=2, global-route wire length before repair=between 10000 and 15000 µm, largest net degree at the start of global routing=19, DIE AREA=roughly 9700 µm², Synth Seq Share=44.48%, Yosys chip area=between 4000 and 5000 µm², insertion delay to the later sink of the worst-skew pair=roughly 0.35 ns, Fin. Hold Viols=0, Startpoint Class=input port, logic area=approximately 2400 µm², simple share=between 20% and 30%, clock root buffer=clkbuf_8, DRC viols=0, row cnt=34, Initial DRC Count=~74, CTS Buf Count=9, post-cts resize count=0, top comb family, area=simple AND/OR/NAND/NOR gates, yosys warning tally=8, placed cells=approximately 590, WL final=approximately 7900 µm, Finished Cell Area=~5000 µm², vias in the first global route=between 3000 and 4000, Pwr Density=181.6 nW/µm², Routed Antenna Nets=0, setup TNS=0 ns, drt via density=5.392, XOR-XNOR Cells, Area Fraction=approximately 15%, Flops after synth=around 98, Mapped Cells=about 480, Req. time, crit path=roughly 6.6 ns, total track usage=approximately 18%, diode count=0, Final setup viols=0, drt wl/cell=approximately 13 µm, crit path kind=input port to register, Starting Density=between 50% and 60%
## sequential cells by signal (all words and copies together), names as in the netlist
name,flops
d0.output_exist,1
c0.clk_out,1
c0.count,28
c1.count,28
count0.count,16
d0.deb_count,20
c1.clk_out,1
disp0.count2bit.count,2
d0.button_out,1
## worst max-delay path, cell delays in order
cell	delay, ns
clkdlybuf4s50_1	0.94
nand2_1	0.27
inv_1	0.17
o31ai_2	0.16
buf_4	0.21
a21oi_1	0.10
## cell type report
type | instances | share of cell area (%)
Multi-Input combinational cell | 343 | 47.48
Sequential cell | 98 | 40.50
Timing Repair Buffer | 17 | 3.195
Clock buffer | 10 | 2.703
Tap cell | 108 | 2.654
Inverter | 27 | 1.991
Clock inverter | 6 | 1.475
## final timing paths
| kind | from | end | slack [ns] | cells after the start |
|---|---|---|---|---|
| max | resetn | d0.deb_count[11] | 3.46 | 6 |
| min | c1.count[27] | c1.count[27] | 0.46 | 1 |
| max reg2reg | d0.deb_count[0] | d0.deb_count[5] | 4.29 | 5 |
| min reg2reg | c1.count[27] | c1.count[27] | 0.46 | 1 |
## routing by layer
| metal | vias up | GRT usage, % | part of all wire [%] |
|---|---|---|---|
| met5 | - | 0 | 0 |
| met4 | 0 | 1.722 | 0.98 |
| met3 | 6 | 2.762 | 2.4 |
| met2 | 29 | 27.25 | 43 |
| met1 | 1527 | 29.26 | 53 |
| li1 | 1722 | - | - |
## cells by family after synthesis
logic type | Yosys count
and+or+nand+nor | 205
adders and majority gates | 16
buffers and inverters | 37
AOI/OAI and AO/OA | 32
DFF | 98
muxes | 12
xor gates and xnor gates | 78
## power groups by stage
stage                 clock network [µW]  registers (µW)  logic [µW]
after CTS                            417             513        10.4
after global routing                 438             514        11.5
final                                401             513        10.2
## cell usage in the layout (no fill, tap or decap), types with 3 or more instances in the layout
cell,count
a21oi_1,7
a222oi_1,3
and2_1,3
and3_1,11
and4_1,12
buf_4,3
clkbuf_8,10
clkdlybuf4s50_1,14
dfrtp_1,16
dfxtp_1,80
ha_1,16
inv_1,26
mux2i_1,10
nand2_1,36
nand3_1,26
nand4_1,25
nor2_1,33
nor2b_1,3
nor3_1,17
nor3_2,6
nor4_1,11
nor4_2,3
nor4b_1,3
o21ai_0,7
o22ai_1,5
o31ai_1,3
or3_2,3
xnor2_1,46
xor2_1,32
## through the flow
step | power (µW) | worst slack (ns) | util [%]
finish | 924.3 | 3.456 | 57.54
global route | 962.8 | 3.220 | 57.54
CTS | 941.1 | 3.419 | 57.54
detailed placement | 535.6 | 3.055 | 55.13
global placement | 535.6 | 3.065 | 55.13
floorplan | 529.2 | 4.302 | -
Power is estimated from default activity; no workload was simulated.
