===== design.v =====
`timescale 1ns / 1ps
module counter(clk, resetn, inc, count);
    input clk, resetn, inc;
    output reg [7:0] count;
    always @ (posedge clk or negedge resetn) begin
        if (!resetn)
            count <= 0;
        else if (inc)
            count <= count + 1'b1;
    end  
endmodule
`timescale 1ns / 1ps
module debouncer(clk, resetn, button_in, button_out);
    input clk, resetn, button_in;
    output reg button_out;
    parameter MAX = 20'b11111111111111111111;
    reg [19:0] deb_count;
    reg output_exist;
    always @(posedge clk) begin
        if (!resetn) begin
            deb_count <= 0;
            button_out <= 0;
            output_exist <= 0;
        end else if (!button_in) begin
            deb_count <= 0;
            output_exist <= 0;
        end else if (output_exist) begin
            button_out <= 0;
        end else begin 
            deb_count <= deb_count + 1;
            if (deb_count == MAX) begin
                deb_count <= 0;
                button_out <= 1;
                output_exist <= 1;
            end
        end
    end  
endmodule
`timescale 1ns / 1ps
module top(clk, resetn, inc, count);
    input clk, resetn, inc;
    output [7:0] count;
    wire w0;
    debouncer D0(.clk(clk),
                 .resetn(resetn),
                 .button_in(inc),
                 .button_out(w0));
    counter C0(.clk(clk),
               .resetn(resetn),
               .inc(w0),
               .count(count));
endmodule

===== run.sh =====
#!/bin/bash
# OpenROAD 26Q1-2900-gdf79404cd8, Yosys 0.63+post, stock flow scripts
make -C /OpenROAD-flow-scripts/flow DESIGN_CONFIG=/design/flow/config.mk WORK_HOME=/design/flow/orfs finish

===== config.mk =====
export PLATFORM = sky130hd
export DESIGN_NAME = top
export DESIGN_NICKNAME = top
export VERILOG_FILES = /design/flow/design.v
export SDC_FILE = /design/flow/constraint.sdc
export NUM_CORES = 4
export LEC_CHECK = 1
export CORE_AREA = 10 10 102 102
export DIE_AREA = 0 0 112 112

===== constraint.sdc =====
current_design top

set clk_period 3.3
set clk_io_pct 0.2

create_clock -name clk0 -period $clk_period [get_ports {clk}]

set non_clock_inputs [all_inputs -no_clocks]
set_input_delay [expr $clk_period * $clk_io_pct] -clock clk0 $non_clock_inputs
set_output_delay [expr $clk_period * $clk_io_pct] -clock clk0 [all_outputs]

==> results.yml <==
# flow metrics
floorplan:
  width_of_the_chip_um: 112
  core_um2: 8220
  i_o_pin_cnt: 11
  die_y_um: 112
  fp-row-count: 33
  die_area_um2: 12500
  initial_core_util_pct: 17.2
routing:
  vias_per_cell: 3.95
  first_iter_violations: 46
  remaining_drc_errors: 0
  antenna_cells_inserted: 0
  drt-total-wl_um: 2670
  num_vias: 1052
  drt_first_pass_iters: 4
  routedWlPerCell_um: 10.0
  ant_nets: 0
yosys:
  post_synth_and_or_nand_nor_area_fraction_pct: 29.2
  yosys-stat-cells: 146
  aoi_share_pct: 6.28
  syn-cell-area_um2: 1420
  syn_area_per_cell_um2: 9.69
  synth_area_in_adders_pct: 1.77
  yosys_warnings: 2
  synth.area.top_cells: "dfxtp_1 (31%), dfrtp_1 (14%), xnor2_1 (8.7%), nor2_1 (5.0%), nand2_1 (3.7%)"
  ys_seq_share_pct: 45.3
  post_synth_main_logic_family: "simple AND/OR/NAND/NOR gates"
  postSynthRegisterBits: 30
  post_synth_mux_area_share_pct: 2.92
  fraction_of_synthesis_flops_using_an_asynchronous_set_or_reset_pin_pct: 26.7
  xor_share_pct: 12.4
  netlist_instances: 146
  top_cell_area_share_pct: 31.1
  top_cell_type_by_total_area_after_synthesis: "dfxtp_1"
  yosys.cell_types.count: 37
  enable_flop_cells: 0
  yosys_most_used_dff: "dfxtp_1"
  ys_chip_area_um2: 1420
placement:
  buffer_ports.inserted: 10
  dp_cells: 258
  gp_routability_congestion: 0.806
  pre_cts_ws_ns: 1.01
  dpl-instance-area_um2: 1630
  dp_hpwl_um: 1970
pwr:
  power.leakage_nw: 0.591
  powerDensity_nw_per_um2: 393
  peak_supply_drop_mv: 0.279
clock_tree:
  clockBufferDepth: 2
  cts.htree.levels: 2
  clkSlewWorstSetupHoldPaths_ns: 0.06
  clock_tree.root_cell: "clkbuf_8"
  cts_hold_repair_buffers: 0
  numClockSinks: 30
  tritoncts_clock_tree: "done"
  setup_fix_buffers_added_after_clock_tree_synthesis: 0
  cts_made_buffers: 5
  cts.repair.resized: 0
  clk-insertion-delay-late_ns: 0.28
critical_path:
  worst-setup-path-type: "reg -> reg"
  regToRegStartpoint: "D0.deb_count[0]"
  crit_fanout: 5
  worst_setup_path_startpoint: "D0.deb_count[0]"
  critPathLaunchType: "flip-flop"
  crit_path_end_kind: "flip-flop"
  critical_path_required_ns: 3.51
  timing.critical_path.arrival_ns: 2.19
global_routing:
  met1_usage_pct: 5.94
  grt_usage_pct: 4.45
  grt_first_pass_wirelength_um: 4860
  number_of_global_route_vias_before_repair: 1045
  top_usage_layer: "met2"
  met2_global_route_usage_pct: 6.92
  met3_usage_pct: 1.52
  global_route.overflow_total: 0
  initial_antenna_violation_count: 0
  grt_start_max_net_pins: 13
job:
  drv.max_cap_violation_count: 0
  warning_count: 25
hold_path:
  worst_hold_check_path_type: "reg -> reg"
  worst_hold_startpoint: "C0.count[7]"
timing:
  finalMaxSlewViolations: 0
  relSlewSlack_pct: 63.7
  layout_min_cycle_time_ns: 1.98
  holdWs_ns: 0.472
  fin_setup_tns_ns: 0
  max_freq_mhz: 505
  fin_clk_skew_ns: 0.00497
  tightestPinTransition_ns: 0.544
  final-hold-violation-count: 0
  report.final.setup_viol: 0
  setup_ws_ns: 1.32
  min_period_over_period_pct: 60.0
  rsz0062_at_grt: "no"
layout:
  share_of_layout_cells_above_drive_strength_1_pct: 8.07
  finalNonFillerCells: 266
  synthToLayoutAreaGrowth_pct: 21.3
  layout_top_cell: "dfxtp_1"
  top_layout_cells: "dfxtp_1 (22), nor2_1 (19), xnor2_1 (14), nand2_1 (14)"
  postLayoutCellArea_um2: 1720
run_status:
  outcome: "completed"
-- power by group --
group,internal (W),switching [W],total [W]
sequential,0.000365,0.00000165,0.000367
clock,0.000170,0.000125,0.000295
combinational,0.00000438,0.00000878,0.0000132
-- worst max-delay path, cell delays in order, from the launching register on --
cell and delay [ns]:
dfxtp_1 0.42, ha_1 0.25, nor2b_1 0.33, nand4_1 0.29
or4_1 0.48, a21oi_1 0.15
-- cell usage after synthesis, types with 2 or more instances --
cell	number
dfxtp_1	22
nor2_1	19
nand2_1	14
xnor2_1	14
nand3_1	10
dfrtp_1	8
nand4_1	7
xor2_1	6
nor3_1	5
a21oi_1	3
inv_1	3
mux2i_1	3
nor4_1	3
and4_1	2
ha_1	2
o22ai_1	2
o31ai_1	2
or4_1	2
-- final cells by class --
cell class | count | area (um2)
fillers | 875 | 6500
multi-input cells | 110 | 743
flip-flops and latches | 30 | 641
well taps | 105 | 131
repair buffers | 10 | 100
clock buffers | 8 | 90.1
inverters | 3 | 11.3
-- path summary, 6_finish.rpt --
check	depth (start not counted)	endpoint	slack, ns
setup / recovery	5	D0.deb_count[16]	1.32
hold / removal	1	C0.count[7]	0.47
setup reg to reg	5	D0.deb_count[16]	1.32
hold reg to reg	1	C0.count[7]	0.47
max in group asynchronous	1	C0.count[3]	2.28
min in group asynchronous	1	C0.count[7]	0.70
-- cells by family after synthesis --
family,after synthesis
mux,4
buf+inv,6
simple gates,72
fa+ha+maj,2
flops,30
xor+xnor,20
compound gates,12
-- layer usage --
layer / up-vias / part of all wire [%] / routed length, um
met3: 4 / 4.1 / 109
met1: 489 / 48 / 1290
met2: 13 / 46 / 1230
li1: 546 / - / -
met4: 0 / 1.3 / 36
met5: - / 0 / 0
-- flip-flops by register name, summed over array words and instances, names as in the netlist --
name and count:
C0.count 8, D0.deb_count 20, D0.output_exist 1, D0.button_out 1
-- stage by stage --
step | util [%] | power, W
finish | 20.9 | 0.000675
global route | 20.9 | 0.000707
CTS | 20.9 | 0.000687
detailed placement | 19.8 | 0.000388
global placement | 19.8 | 0.000387
floorplan | - | 0.000381
No activity file was given, so power comes from the tool's default toggle rates.
